<file path="design/flow/design.v">
module sega_saturn_vdp1 (
	input clock,
	input reset_n,
	output reg [19:0] gaddr,
	output reg fb_sel,
	output reg [16:0] fb0_addr,
	input [15:0] fb0_din,
	output reg [15:0] fb0_dout,
	output reg  fb0_we,
	output reg [16:0] fb1_addr,
	input [15:0] fb1_din,
	output reg [15:0] fb1_dout,
	output reg fb1_we,
	output reg [15:0] vo		 
);
assign fb_sel = 0;
reg [15:0] CMDCTRL;
reg [15:0] CMDLINK;
reg [15:0] CMDPMOD;
reg [15:0] CMDCOLR;
reg [15:0] CMDSRCA;
reg [15:0] CMDSIZE;
reg signed [15:0] CMDXA;
reg signed [15:0] CMDYA;
reg signed [15:0] CMDXB;
reg signed [15:0] CMDYB;
reg signed [15:0] CMDXC;
reg signed [15:0] CMDYC;
reg signed [15:0] CMDXD;
reg signed [15:0] CMDYD;
reg [15:0] CMDGRDA;
reg signed [15:0] local_x = -100;
reg signed [15:0] local_y = -400;
reg draw_running;
reg [7:0] cmd_state;
reg [15:0] table_index;
reg toggle;
reg [8:0] tex_pix_cnt;
reg [7:0] tex_line_cnt;
wire [8:0] char_size_x = {CMDSIZE[13:8],3'b000};
wire [7:0] char_size_y = CMDSIZE[7:0];
wire [18:0] char_addr_byte = {CMDSRCA,3'b000};
always @(posedge clock or negedge reset_n)
if (!reset_n) begin
	draw_running <= 1'b1;
	cmd_state <= 8'd0;
	fb1_we <= 1'b0;
	go_span <= 1'b0;
	clock_ad <= 1'b0;
	clock_bc <= 1'b0;
	toggle <= 1'b1;
end
else begin
	go_span <= 1'b0;
	clock_ad <= 1'b0;
	clock_bc <= 1'b0;
	go_ad <= 1'b0;
	go_bc <= 1'b0;
	case (cmd_state)
	0: begin
		sp_addr <= 18'h000000;
		table_index <= 16'd0;
		if (draw_running) cmd_state <= cmd_state + 1;
	end
	1: begin	 
		sp_addr <= sp_addr + 1;
 begin
			case (sp_addr[3:0])
				4'h0: CMDCTRL <= sp_dout;
				4'h1: CMDLINK <= sp_dout;
				4'h2: CMDPMOD <= sp_dout;
				4'h3: CMDCOLR <= sp_dout;
				4'h4: CMDSRCA <= sp_dout;
				4'h5: CMDSIZE <= sp_dout;
				4'h6: CMDXA   <= sp_dout;	 
				4'h7: CMDYA   <= sp_dout;
				4'h8: CMDXB   <= sp_dout;
				4'h9: CMDYB   <= sp_dout;
				4'ha: CMDXC   <= sp_dout;
				4'hb: CMDYC   <= sp_dout;
				4'hc: CMDXD   <= sp_dout;
				4'hd: CMDYD   <= sp_dout;
				4'he: CMDGRDA <= sp_dout;
				4'hf: begin
					table_index <= table_index + 1;
					cmd_state <= cmd_state + 1;	 
				end
				default: ;
			endcase
		end
	end
	2: begin	 
		case (CMDCTRL[3:0])
			4'b0000: cmd_state <= 8'd3;	 
			4'b0001: cmd_state <= 8'd3;	 
			4'b0010: cmd_state <= 8'd4;	 
			4'b0100: cmd_state <= 8'd4;	 
			4'b0101: cmd_state <= 8'd3;	 
			4'b0110: cmd_state <= 8'd3;	 
			4'b1000: cmd_state <= 8'd3;	 
			4'b1001: cmd_state <= 8'd3;  
			4'b1010: begin
				local_x <= CMDXA;	 
				local_y <= CMDYA;
				cmd_state <= 8'd3;
			end
		default:;
		endcase
	end
	3: begin	 
		sp_addr <= table_index << 4;
		cmd_state <= 1;	 
	end
	4: begin	 
		tex_pix_cnt <= 9'd0;
		tex_line_cnt <= 8'd0;
		cmd_state <= 5;
	end
	5: begin
		tex_u_inc <= (tex_u_width<<16) / 48;	 
		tex_u_accum <= 32'h0;					 
		tex_v_inc <= (tex_v_height<<16) / 64;	 
		tex_v_accum <= 32'h0;					 
		go_ad <= 1'b1;
		cmd_state <= cmd_state + 1;
	end
	6: begin
		cmd_state <= cmd_state + 1;
	end
	7: begin
		sp_addr <= {CMDSRCA,2'b00}+( (tex_line_cnt*char_size_x)+tex_pix_cnt );	 
		if (tex_pix_cnt==char_size_x) begin
			tex_pix_cnt <= 0;
			tex_line_cnt <= tex_line_cnt + 1;
		end
		else tex_pix_cnt <= tex_pix_cnt + 1;
		fb0_dout <= sp_dout;
		fb0_addr <= {y_out_ad, x_out_ad};
		fb0_we <= 1'b1;
		if (!busy_ad) begin
			go_bc <= 1'b1;
			cmd_state <= cmd_state + 1;
		end
	end
	8: begin
		cmd_state <= cmd_state + 1;
	end
	9: begin
		sp_addr <= {CMDSRCA,2'b00}+( (tex_line_cnt*char_size_x)+tex_pix_cnt );	 
		if (tex_pix_cnt==char_size_x) begin
			tex_pix_cnt <= 0;
			tex_line_cnt <= tex_line_cnt + 1;
		end
		else tex_pix_cnt <= tex_pix_cnt + 1;
		fb0_dout <= CMDCOLR;
		fb0_addr <= {y_out_bc, x_out_bc};
		if (!busy_bc) begin
			fb0_we <= 1'b0;
			cmd_state <= 3;
		end
	end
	default: ;
	endcase
end
wire span_at_bc = x_out_span==x_out_bc && y_out_span==y_out_bc;
wire span_at_ad = x_out_span==x_out_ad && y_out_span==y_out_ad;
wire [7:0] tex_u_width = 8'd32;
reg [31:0] tex_u_inc;
reg [31:0] tex_u_accum;
wire [15:0] tex_u_out = tex_u_accum[31:16];
wire [7:0] tex_v_height = 8'd32;
reg [31:0] tex_v_inc;
reg [31:0] tex_v_accum;
wire [15:0] tex_v_out = tex_v_accum[31:16];
wire [19:0] sqrt_in = (deltax_ad*deltax_ad) + (deltax_bc*deltay_bc);
sqrt sqrt_inst(
	.clk( clock ),
	.reset_n( reset_n ),
	.op_in( sqrt_in ),
	.go( cmd_state==6 ),
	.res( sqrt_res ),
	.done( sqrt_done )
);
(*keep*) wire [9:0] sqrt_res;
(*keep*) wire sqrt_done;
wire [8:0] deltax_ad;
wire [8:0] deltay_ad;
wire [8:0] x_out_ad;
wire [8:0] y_out_ad;
wire [8:0] length_ad;
reg clock_ad;
reg go_ad;
wire [8:0] stax_ad = CMDXA + local_x;
wire [8:0] stay_ad = CMDYA + local_y;
wire [8:0] endx_ad = CMDXD + local_x;
wire [8:0] endy_ad = CMDYD + local_y;
wire busy_ad;
linedraw linedraw_side_ad (
	.reset_n( reset_n ),
	.pclk( clock ),
	.stax( stax_ad ),
	.stay( stay_ad ),
	.endx( endx_ad ),
	.endy( endy_ad ),
	.deltax( deltax_ad ),
	.deltay( deltay_ad ),
	.length( length_ad ),
	.go( go_ad ),
	.busy( busy_ad ),
	.x_out( x_out_ad ),
	.y_out( y_out_ad )
);
wire [8:0] deltax_bc;
wire [8:0] deltay_bc;
wire [8:0] x_out_bc;
wire [8:0] y_out_bc;
wire [8:0] length_bc;
reg clock_bc;
reg go_bc;
wire [8:0] stax_bc = CMDXB + local_x;
wire [8:0] stay_bc = CMDYB + local_y;
wire [8:0] endx_bc = CMDXC + local_x;
wire [8:0] endy_bc = CMDYC + local_y;
wire busy_bc;
linedraw linedraw_side_bc (
	.reset_n( reset_n ),
	.pclk( clock ),
	.stax( stax_bc ),
	.stay( stay_bc ),
	.endx( endx_bc ),
	.endy( endy_bc ),
	.deltax( deltax_bc ),
	.deltay( deltay_bc ),
	.length( length_bc ),
	.go( go_bc ),
	.busy( busy_bc ),
	.x_out( x_out_bc ),
	.y_out( y_out_bc )
);
wire [8:0] deltax_span;
wire [8:0] deltay_span;
wire [8:0] x_out_span;
wire [8:0] y_out_span;
wire [8:0] length_span;
reg go_span;
wire busy_span;
linedraw linedraw_span (
	.reset_n( reset_n ),
	.pclk( clock ),
	.stax( x_out_ad ),
	.stay( y_out_ad ),
	.endx( x_out_bc ),
	.endy( y_out_bc ),
	.deltax( deltax_span ),
	.deltay( deltay_span ),
	.length( length_span ),
	.go( go_span ),
	.busy( busy_span ),
	.x_out( x_out_span ),
	.y_out( y_out_span )
);
endmodule
module linedraw (
	input wire reset_n,
	input wire pclk,
	input wire go,
	output wire busy,
	input wire [8:0] stax,
	input wire [8:0] stay,
	input wire [8:0] endx,
	input wire [8:0] endy,
	output wire signed [8:0] deltax,
	output wire signed [8:0] deltay,
	output wire [8:0] length,
	output wire [8:0] x_out,
	output wire [8:0] y_out	
);
parameter [1:0] IDLE = 2'd0;
parameter [1:0] RUN = 2'd1;
parameter [1:0] DONE = 2'd2;
reg [1:0] state;
reg signed [8:0] err;
reg signed [8:0] x, y;
wire signed [8:0] dx, dy, x0, x1, y0, y1, next_x, next_y, xa, ya, xb, yb;
wire signed [9:0] err_next, err1, err2, e2;
wire  in_loop, right, down, complete, e2_lt_dx, e2_gt_dy;
assign length = (deltax>deltay) ? deltax : deltay;
always @ (posedge pclk or negedge reset_n)
if (!reset_n) begin
	state <= IDLE;
	x=0;
	y=0;
end
else begin
  case (state)
    IDLE : if (go)
             state <= RUN;
           else
             state <= IDLE;
    RUN : if (complete)
			 state   <= IDLE;
          else
             state   <= RUN;
    default : state <= IDLE;
  endcase
 end
assign x0 =  stax;
assign x1 =  endx;
assign deltax = x1 - x0;
assign right = ~(deltax[8]);
assign dx = (!right) ? (-deltax) : (deltax);
assign y0 = stay;
assign y1 = endy;
assign deltay = y1 - y0;
assign down = ~(deltay[8]);
assign dy = (down) ? (-deltay) : (deltay);
assign e2 = err << 1;
assign e2_gt_dy = (e2 > dy) ? 1 : 0;
assign e2_lt_dx = (e2 < dx) ? 1 : 0;
assign err1 = e2_gt_dy ? (err + dy) : err;
assign err2 = e2_lt_dx ? (err1 + dx) : err1;
assign err_next = (in_loop) ? err2 : (dx + dy);
assign in_loop = (state == RUN);
assign next_x = (in_loop) ? xb : x0;
assign xb = e2_gt_dy ? xa : x;
assign xa = right ? (x + 1) : (x - 1);
assign next_y = (in_loop) ? yb : y0;
assign yb = e2_lt_dx ? ya : y;
assign ya = down ? (y + 1) : (y - 1);
assign complete = ( (x == x1) && (y == y1) );
always @(posedge pclk)
 begin
    err <= err_next;
    x <= next_x;
    y <= next_y;
 end
assign busy = in_loop;
assign x_out = x;
assign y_out = y;
endmodule
module sqrt(
	input clk,
	input reset_n,
	input signed [19:0] op_in,
	input go,
	output reg signed [19:0] res,
	output reg done
);
reg [3:0] state;
reg signed [20:0] one;
reg signed [19:0] op;
always @(posedge clk or negedge reset_n)
if (!reset_n) begin
	state <= 4'd0;
end
else begin
	done <= 1'b0;
	case (state)
		0: if (go) begin
			one <= 21'h100000;
			if (21'h100000 > op_in) one <= 21'h40000;
			else if (21'h40000 > op_in) one <= 21'h10000; 
			else if (21'h10000 > op_in) one <= 21'h4000;
			else if (21'h4000 > op_in) one <= 21'h1000;
			else if (21'h1000 > op_in) one <= 21'h400;
			else if (21'h400 > op_in) one <= 21'h100;
			else if (21'h100 > op_in) one <= 21'h40;
			else if (21'h40 > op_in) one <= 21'h10;
			else if (21'h10 > op_in) one <= 21'h4;
			else if (21'h4 > op_in) one <= 21'h1;
			else one <= 21'h0;
			op <= op_in;
			state <= 1;
		end
		1: begin
			if (one != 0) begin
				if (op >= res + one) begin
					op <= op - (res + one);
					res <= res + (2 * one);
				end
				one <= one>>2;	 
				state <= state + 1;
			end
			else begin
				done <= 1'b1;
				state <= 0;
			end
		end
		2: begin
			res <= res>>1;	 
			state <= 1;		 
		end
		default:;
	endcase
end
endmodule
</file>
<file path="design/flow/config.mk">
export PLATFORM = sky130hd
export DESIGN_NAME = sega_saturn_vdp1
export DESIGN_NICKNAME = sega_saturn_vdp1
export VERILOG_FILES = /design/flow/design.v
export SDC_FILE = /design/flow/constraint.sdc
export NUM_CORES = 4
export LEC_CHECK = 1
export CORE_AREA = 10 10 75 75
export DIE_AREA = 0 0 85 85
</file>
<file path="design/flow/constraint.sdc">
current_design sega_saturn_vdp1

set clk_period 3.5
set clk_io_pct 0.2

create_clock -name clk0 -period $clk_period [get_ports {clock}]

set non_clock_inputs [all_inputs -no_clocks]
set_input_delay [expr $clk_period * $clk_io_pct] -clock clk0 $non_clock_inputs
set_output_delay [expr $clk_period * $clk_io_pct] -clock clk0 [all_outputs]
</file>
<file path="design/flow/run.sh">
#!/bin/bash
# OpenROAD 26Q1-2900-gdf79404cd8, Yosys 0.63+post, stock flow scripts
make -C /OpenROAD-flow-scripts/flow DESIGN_CONFIG=/design/flow/config.mk WORK_HOME=/design/flow/orfs finish
</file>
==> run summary <==
run results: H-tree depth=1, RSZ-0062 raised after global routing=no, CP startpoint kind=flop, CTS buffer count=3, Max VDD drop=0.156 mV, clk root buf=clkbuf_8, layout cells sized above 1=0.0546, PD cells=255 nW/um^2, Fin. Hold Viols=0, Syn Inst Count=183, clk sink count=15, synthesized area per cell=approximately 8.7 sq um, Post-CTS Resized=0, CP max FO=7, CP Class=flop to flop, Final Max-Slew Violation Tally=0, status=complete, no violations, post-DP HPWL=2260 um, num rows=23, Iteration-0 DRC Markers=66, Worst Tran Pin Value=0.489 ns, IO Pins=139, GR Overflow Total=0, Final setup viols=0, Wirelength per Cell=11.3 um, die x size=~85 um, Crit. End Element=flop, # fillers=434, n_diodes=0, clock buffer depth=2, f_max=565 MHz, DRC Markers=0, clock-pin slew on the worst setup and hold paths=0.06 ns, met2 global-route usage=0.100, P&R area growth vs syn=-18.0%, Hold Crit Class=flop to flop, chip height=85 um, Final Cycle Share=0.506, vias in the first global route=just over 900, final wirelength=2630 um, post-CTS setup buffer count=0, Fin Hold WS=0.424 ns, Post-Synthesis Cell Area=1580 sq um, DR pass1 iterations=4, ANT nets after route=0, Leak Pwr=0.737 nW, crit path DRT=3.45 ns, die area=around 7200 sq um, largest net degree at the start of global routing=16, hold_buf cts=0, GP Congestion=between 0.8 and 0.9, Core ar.=4060 sq um, initial antenna violation count=0, Worst EP arrival=1.72 ns, gr busiest metal=met2, CTS tree=built, flip-flop and latch area=393 sq um, post-layout min period=1.77 ns, logic area=739 sq um, first-pass GRT wire length=roughly 4100 um, met1 Use GR=0.0821, synth warn=around 160, # port buffers=2, vias per inst=3.51, routing usage on met3=0.0308, Max Cap Viol=0, Worst slew margin=0.672, GRT Total Usage=0.0641, TNS Setup=0 ns, skew final=0.00292 ns, tool warnings=60, clk latency of the worst-skew pair=0.25 ns, FP Util=0.390, Vias=slightly above 800
[cell usage in the layout (no fill, tap or decap), drive strengths merged]
cell	count
a21boi	1
dfrtp	10
clkbuf	3
o21a	2
a2bb2oi	1
nand2	5
a21oi	2
nand3	2
clkdlybuf4s50	2
clkinv	1
o2bb2ai	1
nor2	6
o31a	1
a41o	1
dfstp	2
inv	8
mux2	1
nor4	1
a21o	3
a221o	1
a32oi	1
a31oi	1
nor2b	2
nand2b	2
o21ai	4
o32ai	1
o211ai	1
nand3b	1
conb	104
nor3	3
edfxtp	3
buf	1
o221ai	1
ha	4
[metal layers]
metal | up-vias | share of wire
met2 | 70 | 0.44
met4 | 0 | 0.0011
met5 | - | 0
li1 | 376 | -
met1 | 370 | 0.45
met3 | 2 | 0.11
[stage by stage]
step                cell area (sq um)  instances  utilization  power [mW]  setup WS [ns]
floorplan                        1970        286            -       0.265           1.87
global placement                 1250        229        0.309       0.199           1.58
detailed placement               1250        229        0.309       0.198           1.57
CTS                              1300        233        0.320       0.340           1.74
global route                     1300        233        0.320       0.352           1.53
finish                           1300        233        0.320       0.332           1.73
[power by group]
| group | total (mW) | internal (mW) | leakage (nW) | switching (mW) |
|---|---|---|---|---|
| Clock | 0.140 | 0.0788 | 0.0255 | 0.0612 |
| Combinational | 0.0126 | 0.00189 | 0.527 | 0.0107 |
| Sequential | 0.179 | 0.179 | 0.185 | 0.000272 |
| Total | 0.332 | 0.259 | 0.737 | 0.0722 |
[critical path, stage by stage (launching register included)]
cell	delay, ns
dfrtp_1	0.40
inv_1	0.12
ha_1	0.30
inv_1	0.09
nor3_1	0.26
nand3_1	0.10
a21boi_0	0.21
[final cells by class]
type                    instances  area share
flip-flops and latches         15       0.303
repair buffers                  3      0.0212
multi-input cells             153       0.569
clock buffers                   3      0.0318
inverters                       8      0.0231
well taps                      50      0.0482
clock inverters                 1     0.00385
[state kept, by name, summed over array words and instances, names as in the netlist]
name	flops
cmd_state	8
linedraw_side_ad.state	2
linedraw_side_bc.state	2
fb0_we	1
go_ad	1
go_bc	1
[worst paths after layout]
| kind | from | cells after the start | end | slack [ns] |
|---|---|---|---|---|
| max | cmd_state[1] | 6 | fb0_we | 1.73 |
| min | go_bc | 1 | linedraw_side_bc.state[0] | 0.42 |
| max reg2reg | cmd_state[1] | 6 | fb0_we | 1.73 |
| min reg2reg | go_bc | 1 | linedraw_side_bc.state[0] | 0.42 |
| max in group asynchronous | reset_n | 2 | linedraw_side_bc.state[0] | 2.49 |
| min in group asynchronous | reset_n | 2 | cmd_state[4] | 0.77 |
No activity file was given, so power comes from the tool's default toggle rates.
